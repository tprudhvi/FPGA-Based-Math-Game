**design/flow/config.mk**
```make
export PLATFORM = sky130hd
export DESIGN_NAME = game_lab3
export DESIGN_NICKNAME = game_lab3
export VERILOG_FILES = /design/flow/design.v
export SDC_FILE = /design/flow/constraint.sdc
export NUM_CORES = 4
export LEC_CHECK = 1
export CORE_UTILIZATION = 50
```
**design/flow/constraint.sdc**
```tcl
current_design game_lab3

set clk_period 4.9
set clk_io_pct 0.2

create_clock -name clk0 -period $clk_period [get_ports {clk}]

set non_clock_inputs [all_inputs -no_clocks]
set_input_delay [expr $clk_period * $clk_io_pct] -clock clk0 $non_clock_inputs
set_output_delay [expr $clk_period * $clk_io_pct] -clock clk0 [all_outputs]
```
**design/flow/design.v**
```verilog
module access_control(clk,rst,password,button_push,rng_button,rng_out,toggle_switch,load,load_out,enable,reconfig,time_out,donot_borrow,green_led,red_led,timer_enable,timer1s_out);
input [3:0] toggle_switch;
input clk,rst,button_push,rng_button,load,time_out,timer1s_out;
output reg green_led, red_led,load_out,rng_out,enable,reconfig,donot_borrow,timer_enable;
output reg [3:0] password;
reg sofarsogood; 
reg [1:0] count;
reg [3:0] State;
parameter c1=0,c2=1,c3=2,c4=3,c5=4,c6=5,c7=6,c8=7,c9=8,c10=9,c11=10,c12=11;
always@(posedge clk) 
begin 
  if (rst == 0)
     begin 
        password <= 0;
        green_led <= 0;
       red_led<= 0;
       rng_out <= 0;
       load_out <= 0;
      State <= c1;
	enable<=0;
	reconfig<=0;
	donot_borrow<=0;
      sofarsogood <= 0;
	timer_enable<=0;
count<=0;
     end
  else
     begin
       case (State)
             c1: begin
                sofarsogood <= 1;
                green_led <= 0;
                red_led<= 1;
                     if (button_push == 1) 
                      begin
                         password <= toggle_switch ;
                         State <= c2;
                             if(toggle_switch != 4'b1001)
                                sofarsogood <= 0;  
                      end
                     else
                      State <= c1;                 
                    end
     c2: begin 
                green_led <= 0;
                red_led<= 1;
                   if (button_push == 1) 
                      begin
                      password <= toggle_switch ;
                      State <= c3;
                        if(toggle_switch != 4'b1001)
                           sofarsogood <= 0;  
                      end
                     else
                      State <= c2;                 
                    end
      c3: begin 
                green_led <= 0;
                red_led<= 1;
                   if (button_push == 1) 
                      begin
                      password<= toggle_switch ;
                      State <= c4;
                        if(toggle_switch!= 4'b0000)
                           sofarsogood <= 0;   
                      end
                     else
                      State <= c3;                 
                    end
   c4: begin 
                    if (button_push == 1) 
                      begin
                        password <= toggle_switch ;
                        State <= c5;
                            if(toggle_switch != 4'b1001) begin 
                                   sofarsogood <= 0; end
                            else
                              begin 
                                 if (sofarsogood == 1)
                                  begin
                                    green_led <= 1;
                                     red_led <= 0;
				     donot_borrow<=1;
                                   end
                               else 
                                 begin
                                  green_led <= 0;
                                  red_led <= 1; 
				State<=c1;
                                 end  
                             end 
                           end
                     else
                      State <= c4;  
                    end
          c5: begin
			if(button_push==1)
			begin
				reconfig<=1;
				State<=c6;
				end
			else
			begin
				State<=c5;
			end
                  end
           c6: begin
			reconfig<=0;
			if(button_push==1)
			begin
				enable<=1;
				State<=c7;
			end
			else
			begin
				State<=c6;
			end
		end
	  c7: begin
				count<=0;
				State<=c7;
				load_out<=load;
				rng_out<=~rng_button;
				if(button_push==1)
					begin		
						State<=c8;
						timer_enable<=1;
					end
		end
	  c8: begin
			if(timer1s_out==0)
			begin
				if(button_push==1)
				begin
					count<=count+1;
				end
			end
			else
			begin
				State<=c9;
			end
		end
	  c9: begin
		timer_enable<=0;
		if(count==0)
		begin
			State<=c10;
		end
		else if(count==1)
		begin
			State<=c11;
		end
		else if(count==2)		
		begin
			State<=c12;
		end
	end
	c10:begin
			enable<=0;
			if(button_push==1)
			begin
				enable<=1;
				State<=c7;
			end
			end
	c11:begin
			enable<=0;
			reconfig<=1;
			if(button_push==1)
			begin
				State<=c7;
				enable<=1;
				reconfig<=0;
			end
		end
	c12:begin
		red_led<=1;
		green_led<=0;
		State<=c1;
		end
	default: begin
			State<=c1;	
		end	
             endcase
           end
        end
   endmodule
module access_controller_main(clk,rst,password,button_push,rng_button,rng_out,toggle_switch,load,load_out,enable,reconfig,time_out,donot_borrow,green_led,red_led);
input [3:0] toggle_switch;
input clk,rst,button_push,rng_button,load,time_out;
output green_led, red_led,load_out,rng_out,enable,reconfig,donot_borrow;
output [3:0] password;
wire timer_enable,timer1s_out;
access_control a1(clk,rst,password,button_push,rng_button,rng_out,toggle_switch,load,load_out,enable,reconfig,time_out,donot_borrow,green_led,red_led,timer_enable,timer1s_out);
onesecond one(clk,rst,timer_enable,timer1s_out);
endmodule
module adder(a,b,sum);
input [3:0] a,b;
output [3:0] sum;
reg [3:0] sum;
always@(a,b)
 begin
     sum=a+b;
 end
endmodule
module button_shaper(clk,rst,b_in,b_out);
  input clk,rst,b_in;
  output b_out;
  reg b_out;
  parameter init=0,pulse=1,wait_delay=2;
  reg [1:0] state, next_state;
  always@(state,b_in) begin
     case (state)
        init: begin
            b_out<=0;
              if(b_in==1)
                next_state<=init;
              else
                next_state<=pulse;
              end
        pulse: begin
            b_out<=1;
    		if(b_in==0)
                next_state<=wait_delay;
		else
			next_state<=init;
	              end
        wait_delay: begin
            b_out<=0;
              if(b_in==0)
                next_state<=wait_delay;
              else
                next_state<=init;
                   end
     endcase
  end
  always@(posedge clk) begin
       if(rst==0)
            state<=init;
       else
            state<=next_state;
  end
endmodule
module count10(clk,rst,count,out);
input clk,rst,count;
output reg out;
reg [6:0] counter;
	always@(posedge clk)
	begin
		if(rst==0)
			begin
				out<=0;
				counter<=0;
			end
		else
			begin
				if(count==1)
				begin
					counter<=counter+1;
					if(counter==9)
						begin
							out<=1;
							counter<=0;
						end
					else
						begin
							out<=0;
						end
				end
				else
					begin
						out<=0;
					end
			end
	end
endmodule
module count100(clk,rst,count,out);
input clk,rst,count;
output reg out;
reg [6:0] counter;
	always@(posedge clk)
	begin
		if(rst==0)
			begin
				out<=0;
				counter<=0;
			end
		else
			begin
				if(count==1)
				begin
					counter<=counter+1;
					if(counter==99)
						begin
							out<=1;
							counter<=0;
						end
					else
						begin
							out<=0;
						end
				end
				else
					begin
						out<=0;
					end
			end
	end
endmodule
module counter(clk,rst,button,count_out);
input clk,rst,button;
output [3:0] count_out;
reg [3:0]count_out;
reg [3:0]count;
	always@(posedge clk)
	begin
		if(rst==0)
		begin
			count<=4'b0000;
			count_out<=4'b0000;
		end
		else 
		begin
				if(button==1)
				begin
					if(count==4'b1111)
					begin
						count<=4'b0000;
					end
					else
					begin
						count<=count+4'b0001;
					end
				end
				else
				begin
					count_out<=count;
				end
		end
	end
endmodule
module digit_timer(clk,rst,onesec_in,toggle_switch,toggle_sw1,timer_out,timer_out1,time_out,donot_borrow_in1,reconfig);
input clk,rst,onesec_in,donot_borrow_in1,reconfig;
input [3:0] toggle_switch,toggle_sw1;
output [3:0] timer_out,timer_out1;
output time_out;
wire donot_borrow_out,ten_timer_in,time_out1;
	onesdigit o1(onesec_in,toggle_switch,timer_out,clk,rst,donot_borrow_out,time_out,reconfig,ten_timer_in);
	tensdigit t1(clk,rst,ten_timer_in,toggle_sw1,timer_out1,donot_borrow_in1,donot_borrow_out,reconfig,time_out1);
endmodule
module game_lab3(clk,rst,button_push_pswd,rng_button,load_p2,player2_in,toggle_sw1,toggle_sw2,toggle_sw_pswd,green_led,red_led,sevenseg1,sevenseg2,sevenseg3,sevenseg4,sevenseg5,sevenseg6);
input clk,rst,button_push_pswd,rng_button,load_p2;
input [3:0] player2_in,toggle_sw1,toggle_sw2,toggle_sw_pswd;
output green_led, red_led;
output [6:0] sevenseg1,sevenseg2,sevenseg3,sevenseg4,sevenseg5,sevenseg6;
wire [3:0] player2,rng,timer1_out,timer2_out,sum,password;
wire enable,reconfig,time_out,donot_borrow,onesec_in,button_password,load_out_p2,load_out,rng_in;
	button_shaper b1(clk,rst,button_push_pswd,button_password);
	button_shaper b2(clk,rst,load_p2,load_out);
	random_number_gen r1(clk,rst,rng_in,rng);
	access_controller_main a1(clk,rst,password,button_password,rng_button,rng_in,toggle_sw_pswd,load_out,load_out_p2,enable,reconfig,time_out,donot_borrow,green_led,red_led);
	adder ad1(rng,player2,sum);
	load_register l1(clk,rst,load_out_p2,player2_in,player2);
	seven_seg_decoder_7 s1(password,sevenseg1);
	seven_seg_decoder_7 s2(rng,sevenseg2);
	seven_seg_decoder_7 s3(player2,sevenseg3);
	seven_seg_decoder_7 s4(sum,sevenseg4);
	seven_seg_decoder_7 s5(timer1_out,sevenseg5);
	seven_seg_decoder_7 s6(timer2_out,sevenseg6);
	digit_timer d1(clk,rst,onesec_in,toggle_sw1,toggle_sw2,timer1_out,timer2_out,time_out,donot_borrow,reconfig);
	onesecond o1(clk,rst,enable,onesec_in);
endmodule
module load_register(clk,rst,load,in,out);
input clk,rst,load;
input [3:0] in;
output [3:0] out;
reg [3:0] out;
always@(posedge clk)
     begin
           if(rst==0)
              begin
                     out<=4'b0000;
              end
           else 
              begin
                  if(load==1)                  
                     out<=in;
              end
     end
endmodule
module onems(clk,rst,enable,out);
input clk,rst,enable;
output out;
reg out;
reg [15:0] count;
	always@(posedge clk)
		begin
			if(rst==0)
				begin
					out<=0;
					count<=0;
				end
			else
				begin
					if(enable==1)
						begin
							count<=count+1;
								if(count==49999)
									begin
										out<=1;
										count<=0;
									end
								else
									begin
										out<=0;
									end
						end
				end
		end
endmodule
module onesdigit(onesec_in,toggle_switch,timer_out,clk,rst,donot_borrow_in,time_out,reconfig,ten_timer_in);
   input[3:0] toggle_switch;
   input clk,rst,onesec_in,donot_borrow_in,reconfig;
  output reg[3:0] timer_out ;
  output reg time_out,ten_timer_in;
always@(posedge clk) 
  begin
   if(rst==0)
      begin
        timer_out<= 0;
        time_out<= 0;
        ten_timer_in<= 0;
      end
   else
       if(reconfig==1)
          begin
             timer_out<=toggle_switch;
          end
       else
          begin
             if(onesec_in==1)
                begin
                  if(timer_out == 0)
                     begin
                       if(donot_borrow_in == 0)
                          begin
                             timer_out<=4'b1001;
                             ten_timer_in<= 1; 
                          end
                       else 
                          begin
                             timer_out<=4'b0000;
                             ten_timer_in<=0;
                          end
                      end
                    else 
                      begin
                        timer_out<=timer_out-4'b001;
                        ten_timer_in<= 0;
                      end
                end
             else
               begin
                  ten_timer_in<= 0;
                  timer_out<= timer_out ;
               end
          end
 end
endmodule
module onesecond(clk,rst,enable,out);
input clk,rst,enable;
output out;
wire timer100ms_out;
	timer100ms t1(clk,rst,enable,timer100ms_out);
	count10 c1(clk,rst,timer100ms_out,out);
endmodule
module random_number_gen(clk,rst,button,random);
input clk,rst,button;
output [3:0] random;
	assign button_invert=~button;
	counter c1(clk,rst,button_invert,random);
endmodule
module seven_seg_decoder_7(decoder_in,decoder_out);
input [3:0] decoder_in;
output [6:0] decoder_out;
reg [6:0] decoder_out;
always @(decoder_in)
 begin
  case(decoder_in)
   4'b0000:begin decoder_out=7'b1000000;end
   4'b0001:begin decoder_out=7'b1111001;end
   4'b0010:begin decoder_out=7'b0100100;end
   4'b0011:begin decoder_out=7'b0110000;end
   4'b0100:begin decoder_out=7'b0011001;end
   4'b0101:begin decoder_out=7'b0010010;end
   4'b0110:begin decoder_out=7'b0000010;end
   4'b0111:begin decoder_out=7'b1111000;end
   4'b1000:begin decoder_out=7'b0000000;end
   4'b1001:begin decoder_out=7'b0010000;end
   4'b1010:begin decoder_out=7'b0001000;end
   4'b1011:begin decoder_out=7'b0000011;end
   4'b1100:begin decoder_out=7'b1000110;end
   4'b1101:begin decoder_out=7'b0100001;end
   4'b1110:begin decoder_out=7'b0000110;end
   4'b1111:begin decoder_out=7'b0001110;end
   default:begin decoder_out=7'b1111111;end
  endcase
 end
endmodule
module tensdigit(clk,rst,tenthsec,toggle_sw1,timer_out1,donot_borrow_in1,donot_borrow_out1,reconfig1,time_out1);
   input[3:0] toggle_sw1;
   input clk,rst,tenthsec,donot_borrow_in1,reconfig1;
  output reg[3:0] timer_out1 ;
  output reg donot_borrow_out1,time_out1;
always@(posedge clk) 
  begin
   if(rst==0)
      begin
        timer_out1<= 0;
        donot_borrow_out1<= 0;
        time_out1<= 0;
      end
   else
       if(reconfig1==1)
          begin
             timer_out1<=toggle_sw1;
          end
       else
          begin
             if(tenthsec==1)
                begin
                  if(timer_out1== 0)
                     begin
                       if(donot_borrow_in1 == 0)
                          begin
                             timer_out1<=4'b1001;
                             time_out1<= 1;
                             donot_borrow_out1<= 0; 
                          end
                       else 
                          begin
                             timer_out1<=4'b0000;
                             time_out1<=0;  
                          end
                      end
                    else 
                      begin
                        timer_out1<=timer_out1-4'b001;
                          if(timer_out1==4'b0001)
                            begin
                              donot_borrow_out1<= 1;
                            end
                          else
                            begin
                              time_out1<=0; 
                              donot_borrow_out1<= 0;
                            end
                      end
                end
             else
               begin
                  time_out1<= 0;
                  timer_out1<= timer_out1 ;
               end
          end
 end
endmodule
module timer100ms(clk,rst,enable,out);
input clk,rst,enable;
output out;
wire onems_out;
	onems t1(clk,rst,enable,onems_out);
	count100 c1(clk,rst,onems_out,out);
endmodule
```
**design/flow/run.sh**
```bash
#!/bin/bash
# OpenROAD 26Q1-2900-gdf79404cd8, Yosys 0.63+post, stock flow scripts
make -C /OpenROAD-flow-scripts/flow DESIGN_CONFIG=/design/flow/config.mk WORK_HOME=/design/flow/orfs finish
```
==> reports/results.ini <==
[power]
p_leak_nw=3.485
switching_power_uw=543.6
share_seq_of_total_power_pct=48.5
swShare_pct=20.81
p_int_mw=2.069
peakVddDrop_mv=0.2171
p_comb_share_pct=2.6
clockPowerShare_pct=48.9
p_per_area_mw_per_mm2=289.8

[cells_and_area]
fillers=1159
comb_area_mm2=0.004180
area_growth_pct=17.54
final_layout_size_suffix_gt1_share_pct=5.811
mostFrequentLayoutCells=154 x dfxtp_1, 107 x nor2_1, 64 x clkdlybuf4s50_1
layout.cells.non_filler=1096
lay_top_count=dfxtp_1
regArea_mm2=0.003173

[critical_path]
reg2reg_depth=10
rr_startpoint=d1.t1.timer_out1[0]$_SDFFE_PN0N_
cp-start-kind=flip-flop
arrival_ns=2.90
path_max_fanout=7
required_ns=3.92
path_class=flip-flop to output port
endpoint_kind=output port
timing.rr.end=sevenseg6[4]$_DFF_P_
rrSetupSlack_ns=2.08

[die]
placeableCoreArea_mm2=0.01475
fp-row-count=44
io_pins=65
fp_util_pct=51.98
die_area_mm2=0.01584
die-width_um=125.8
die_h_um=125.8

[timing]
rsz0062_at_grt=no
finalCriticalPeriod_ns=3.876
slew_headroom_pct=41.72
hold_viol_final=0
finalClockSkew_ns=0.008620
period_used_pct=79.10
unclocked_regs=6
finalMaxSlewViolations=0
max_freq_mhz=258.0
untimed_endpoints=6
setup_viol=0
tns_ns=0
whs_ns=0.4895
setup_ws_ns=1.024
worst_pin_slew_ns=0.8712

[worst_hold_path]
hold-path-cell-count=2
hold_end=a1.a1.donot_borrow$_SDFFE_PN0P_
hold_start=a1.a1.donot_borrow$_SDFFE_PN0P_
worstHoldPathType=flip-flop to flip-flop

[synth]
netlist.area_leader.share_pct=40.20
yosys_most_used_dff=dfxtp_1
async_reset_ff_share_pct=0
ys_ff=160
syn_inst=842
ys_top_cells_by_area=dfxtp_1 40%, ha_1 9.6%, nor2_1 5.2%
yosys_area_mm2=0.007669
edf_count=0
yosys_warnings=12
synth_area_per_cell_um2=9.108
yosys_cells=842
top_area_cell=dfxtp_1
synth_area_mm2=0.007669
yosysUniqueCellTypes=78

[clock_tree]
clk_pin_slew_ns=0.06
cts_buffers=17
cts_tree=built
clk_path_buf_depth=2
clk_latency_ns=0.42
h-tree-depth=4
cts_hold_buffers=0
cts-resized-gates=0
root_buffer=clkbuf_16
cts_setup_buffers=0

[grt]
grt_pass1_vias=5346
grt_max_degree=43
grt_util_all_layers_pct=19.07
grt_pass1_wl_mm=24.72
overflow=0
antenna_found_initial=0

[placement]
hpwl_mm=9.784
placed_cells=1064
dpl_worst_slack_ns=1.467
portBuffers=64
place_congestion=0.8564

[routing]
routed_via_density=5.407
vias=5926
firstDrtPassIters=5
drt_first_iter_violations=294
wl_per_cell_um=13.03
drcViolationCount=0
ant_nets=0
diodes=0
wirelength_mm=14.29

[status]
outcome=finished clean

[flow_run]
tool_warnings=64
drv_cap=0

[cell type report]
cell class	count	share of cell area, %
clock inverter	10	1.319
sequential	160	35.20
tap	184	2.554
clock buffer	22	5.150
inverter	51	2.124
multi-input combinational	603	46.38
timing repair buffer	66	7.274
[power groups by stage]
| stage | sequential, mW | clock [mW] | combinational, mW |
|---|---|---|---|
| finish | 1.27 | 1.28 | 0.0692 |
| global route | 1.27 | 1.37 | 0.0770 |
| CTS | 1.27 | 1.31 | 0.0704 |
[synth_stat cells (16+ instances only)]
master    count
dfxtp_1     154
nor2_1      107
nand2_1      60
ha_1         59
inv_1        46
a21oi_1      36
xnor2_1      32
mux2i_1      26
xor2_1       23
nand4_1      21
clkbuf_1     16
nand3_1      16
nor3_1       16
[how the worst max path moves through the flow]
| stage | startpoint | end | slack (ns) | cells past startpoint |
|---|---|---|---|---|
| 6_report | l1.out[0]$_SDFFE_PN0P_ | sevenseg4[3] | 1.02 | 6 |
| 5_1_grt | l1.out[0]$_SDFFE_PN0P_ | sevenseg4[3] | 0.84 | 6 |
| 4_1_cts | l1.out[0]$_SDFFE_PN0P_ | sevenseg4[3] | 1.01 | 6 |
[state kept, by name (all words and copies together) (netlist names), 7 cells and up]
signal and cells:
sevenseg5 7, a1.one.c1.counter 7, a1.a1.State 12, o1.t1.c1.counter 7, sevenseg3 7, sevenseg2 7
sevenseg1 7, sevenseg6 7, o1.c1.counter 7, a1.one.t1.c1.counter 7, a1.one.t1.t1.count 16, o1.t1.t1.count 16
[metal layers]
metal	wire length (um)	part of all wire, %	track usage (%)
met3	571	4.0	3.160
met4	106	0.74	1.984
met1	7454	52	30.34
met2	6153	43	29.18
met5	0	0	0
[logic make-up after synthesis]
group	count (synthesis)	share of synthesized area [%]
AND-OR/OR-AND	137	12.56
AND/OR/NAND/NOR	317	20.77
adder cells (fa/ha/maj)	60	9.887
multiplexers	34	5.009
flip-flops	154	40.20
latches	6	1.175
buffers and inverters	79	4.112
XOR/XNOR	55	6.282
[metrics by stage]
step,power (mW),utilization (%),area (um^2)
finish,2.613,61.09,9014
global route,2.715,61.09,9014
CTS,2.648,61.09,9014
detailed placement,1.363,57.14,8431
global placement,1.362,57.14,8431
floorplan,1.327,-,7669
[worst max-delay path, cell delays in order (launching register included)]
cell and delay [ns]:
dfxtp_1 0.33, ha_1 0.17, inv_1 0.06, fa_1 0.47, xor2_1 0.49, mux4_2 0.56
clkdlybuf4s50_1 0.41
Power and IR drop assume default switching activity.
